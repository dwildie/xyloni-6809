**design/flow/run.sh**
```bash
#!/bin/bash
# OpenROAD 26Q1-2900-gdf79404cd8, Yosys 0.63+post, stock flow scripts
make -C /OpenROAD-flow-scripts/flow DESIGN_CONFIG=/design/flow/config.mk WORK_HOME=/design/flow/orfs finish
```
**design/flow/config.mk**
```make
export PLATFORM = sky130hd
export DESIGN_NAME = dataBus
export DESIGN_NICKNAME = dataBus
export VERILOG_FILES = /design/flow/design.v
export SDC_FILE = /design/flow/constraint.sdc
export NUM_CORES = 4
export LEC_CHECK = 1
export CORE_AREA = 10 10 70 70
export DIE_AREA = 0 0 80 80
```
**design/flow/constraint.sdc**
```tcl
current_design dataBus

set clk_period 1.4
set clk_io_pct 0.2

create_clock -name clk0 -period $clk_period

set non_clock_inputs [all_inputs -no_clocks]
set_input_delay [expr $clk_period * $clk_io_pct] -clock clk0 $non_clock_inputs
set_output_delay [expr $clk_period * $clk_io_pct] -clock clk0 [all_outputs]
```
**design/flow/design.v**
```verilog
module dataBus
(
  input [7:0]  romData,
  input [7:0]  ramData,
  input [7:0]  usbData,
  input        romSelect,      
  input        ramSelect,      
  input        usbSelect,      
  output wire [7:0] dataOut
);
  reg [7:0] source;
  always @* begin
    if (romSelect)                      source = romData;
    else if (ramSelect)                 source = ramData;
    else if (usbSelect)                 source = usbData;
    else                                source = 8'hFF;  
  end
  assign dataOut = source;
endmodule
```
==> results.sh <==
# flow metrics
export IMPL_status="completed"
export IMPL_dp_slack_ns=-0.622
export IMPL_antenna_found_initial=0
export IMPL_wl_um=1320
export IMPL_core_area_mm2=0.00342
export IMPL_crit_path_max_incr_delay_ns=0.47
export IMPL_drv_slew=0
export IMPL_syn2layout_area_growth_pct=124
export IMPL_track_usage=0.0376
export IMPL_crit_fanout=1
export IMPL_ir_worst_vdd_uv=78.3
export IMPL_required_ns=1.12
export IMPL_place_congestion=0.712
export IMPL_ff_count=0
export IMPL_fp_util=0.0967
export IMPL_postRouteAntennaNets=0
export IMPL_tool_warnings=32
export IMPL_synth_area_per_cell_um2=9.44
export IMPL_drcViolationCount=0
export IMPL_yosys_cells=35
export IMPL_seqCellArea_um2=0
export IMPL_drive_above_1_share=0.568
export IMPL_fmax_mhz=733
export IMPL_design_portCount=35
export IMPL_synthCells=35
export IMPL_path_class="in -> out"
export IMPL_die_height_um=80
export IMPL_hold_depth=4
export IMPL_end_kind="output port"
export IMPL_vias_per_cell=3.31
export IMPL_power_mw=0.181
export IMPL_yosys_area_um2=330
export IMPL_final_hold_violation_count=0
export IMPL_nFillCells=397
export IMPL_worst_ep_arrival_time_ns=1.08
export IMPL_chip_area_mm2=0.00640
export IMPL_dpl_cell_area_um2=743
export IMPL_rows=21
export IMPL_grt_max_degree=9
export IMPL_top_area_cell="nor3b_2"
export IMPL_rsz0062_at_grt="no"
export IMPL_stdcell_area_um2=739
export IMPL_post_route_period_util=0.974
export IMPL_path_cells="clkdlybuf4s50_1 -> nor3b_2 -> o31ai_2 -> buf_2"
export IMPL_cellPowerDensity_mw_per_mm2=244
export IMPL_p_leak_nw=0.317
export IMPL_clockBufferCount=0
export IMPL_dr_total_vias=397
export IMPL_yosysTopAreaCellShare=0.303
export IMPL_synth_seq_share=0
export IMPL_grt_overflow=0
export IMPL_met1_usage=0.0488
export IMPL_area_leaders="nor3b_2 30%, o31ai_2 30%, nor2b_2 21%"
export IMPL_gr_usage_met2=0.0610
export IMPL_grt_pass1_wl_um=2010
export IMPL_report_final_setup_viol=0
export IMPL_routedWlPerCell_um=11.0
export IMPL_finalCriticalPeriod_ns=1.36
export IMPL_utilization=0.216
export IMPL_tightest_slew_ns=0.212
export IMPL_met3_usage=0.0148
export IMPL_cp_start_kind="primary input"
export IMPL_die_w_um=80
export IMPL_dr_pass1_iters=2
export IMPL_grt_pass1_vias=403
export IMPL_drt_iter0_markers=1
export IMPL_syn_area_um2=330
export IMPL_min_from="ramData[4]"
export IMPL_dp_hpwl_um=1090
export IMPL_fin_ws_ns=0.0367
export IMPL_max_cap_viol_count=0
export IMPL_top_usage_layer="met2"
export IMPL_io_buffers=35
export IMPL_hold_path_class="in -> out"
export IMPL_synthDistinctLibCells=6
export IMPL_insertedDiodeCount=0
export IMPL_max_slew_margin_rel=0.858
export IMPL_holdPathEnd="dataOut[4]"
export IMPL_startpoint="usbData[5]"
export IMPL_critPathSlowestCell="clkdlybuf4s50_1"
export IMPL_yosys_warnings=1
-- report_power, final --
group / internal [mW] / total, mW / leakage (nW) / switching, mW
Combinational: 0.120 / 0.181 / 0.317 / 0.0607
Clock: 0 / 0 / 0 / 0
Sequential: 0 / 0 / 0 / 0
-- per-stage QoR --
step	instances	TNS [ns]	hold slack (ns)
floorplan	35	0	0.635
global placement	116	-4.76	1.49
detailed placement	116	-4.87	1.50
CTS	120	0	1.07
global route	120	0	0.975
finish	120	0	0.948
-- routing by layer --
layer  wire length (um)  share of wire
met1                557           0.42
met4                  0              0
met2                623           0.47
met5                  0              0
met3                139           0.11
-- layout by cell type, fill, tap and decap left out, drive strengths merged --
master,synthesis,final
dlymetal6s2s,0,2
buf,3,16
nor3b,8,8
clkdlybuf4s50,0,9
dlygate4sd2,0,13
o31ai,8,8
clkbuf,0,2
nand2,8,8
nor2b,8,8
-- synth_stat cells, drive strengths merged --
master,n
nand2,8
o31ai,8
nor2b,8
nor3b,8
buf,3
-- worst max path at each step --
| stage | endpoint |
|---|---|
| after CTS | dataOut[0] |
| after global routing | dataOut[5] |
| final | dataOut[5] |
-- layout make-up --
type,count,area (um2),share of cell area
Multi-Input combinational cell,32,309,0.418
Tap cell,46,57.6,0.0778
Timing Repair Buffer,42,373,0.504
-- kinds of logic after synthesis --
group / synth area share
AOI/OAI and AO/OA: 0.303
buffers and inverters: 0.0909
and+or+nand+nor: 0.606
-- worst max-delay path, delay by kind of cell --
family          cells  cell delay (ns)
buf+inv             2             0.60
compound gates      1             0.16
simple gates        1             0.05
-- repair_timing --
item                                    4_1_cts  5_1_grt
pin swaps                                     6        0
setup buffers                                 4        0
gates resized                                48        5
endpoints found under the setup margin        8        8
hold buffers                                  0        0
No activity file was given, so power comes from the tool's default toggle rates.
